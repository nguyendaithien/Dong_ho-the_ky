===== design/flow/design.v =====
module controller( 
   clk
  ,rst_n
  ,num_sec
  ,num_min
  ,num_hour
  ,num_morth
  ,num_day
  ,num_year
  ,count_sec
  ,count_min
  ,count_hour
  ,count_day
  ,count_morth 
  ,count_year
);
  input       clk       ;
  input       rst_n     ;
  input [7:0] num_sec   ;
  input [6:0] num_min   ;
  input [4:0] num_hour  ;
  input [3:0] num_morth ;
  input [8:0] num_day   ;
  input [15:0] num_year ;
  output reg count_sec  ;
  output reg count_min  ;
  output reg count_hour ;
  output reg count_day  ;
  output reg count_morth; 
  output reg count_year ;
  parameter COUNTING    = 3'b000 ;
  parameter COUNT_MIN   = 3'b001 ;
  parameter COUNT_HOUR  = 3'b010 ;
  parameter COUNT_DAY   = 3'b011 ;
  parameter COUNT_MORTH = 3'b100 ;
  parameter COUNT_YEAR  = 3'b101 ;
  reg [2:0] current_state;
  reg [2:0] next_state   ;
  always @(posedge clk or negedge rst_n) begin
    if(!rst_n) begin
      current_state <= COUNTING;
    end
    else begin
      current_state <= next_state;
    end
  end
    always @(*) begin
      case(current_state)
        COUNTING: begin
          if(num_sec == 8'd59)begin
            next_state = COUNT_MIN;
          end
          else begin
            next_state = COUNTING;
          end
        end
        COUNT_MIN: begin 
          if(num_min == 59 && num_sec == 59) begin
            next_state = COUNT_HOUR;
          end
          else begin
            next_state = COUNTING;
          end
        end
        COUNT_HOUR:begin
          if(num_hour == 23 && num_min == 59 && num_sec == 59) begin
            next_state = COUNT_DAY;
          end
          else begin
             next_state = COUNTING;
          end
        end
        COUNT_DAY: begin
          if(num_day == 365 & num_hour == 23 && num_min==59 && num_sec == 59) begin
            next_state = COUNT_YEAR;
          end
          else begin
            next_state = COUNTING;
          end
        end
        COUNT_MORTH: begin
          if(num_morth == 11 && num_hour == 23 && num_min==59 && num_sec == 59) begin
            next_state = COUNT_YEAR;
          end
          else begin
            next_state = COUNTING;
          end
        end
        default: next_state = COUNTING;
      endcase
    end
    always @(*) begin
      count_min   = 1'b0;
      count_hour  = 1'b0;
      count_day   = 1'b0;
      count_morth = 1'b0;
      count_year  = 1'b0;
      case(current_state) 
        COUNTING    : begin   end
        COUNT_MIN   : count_min   = 1'b1;
        COUNT_HOUR  : count_hour  = 1'b1;
        COUNT_DAY   : count_day   = 1'b1;
        COUNT_MORTH : count_morth = 1'b1;
        COUNT_YEAR  : count_year  = 1'b1;
        default     : begin   end
      endcase
    end
    endmodule

===== design/flow/run.sh =====
#!/bin/bash
# OpenROAD 26Q1-2900-gdf79404cd8, Yosys 0.63+post, stock flow scripts
make -C /OpenROAD-flow-scripts/flow DESIGN_CONFIG=/design/flow/config.mk WORK_HOME=/design/flow/orfs finish

===== design/flow/config.mk =====
export PLATFORM = sky130hd
export DESIGN_NAME = controller
export DESIGN_NICKNAME = controller
export VERILOG_FILES = /design/flow/design.v
export SDC_FILE = /design/flow/constraint.sdc
export NUM_CORES = 4
export LEC_CHECK = 1
export CORE_AREA = 10 10 70 70
export DIE_AREA = 0 0 80 80

===== design/flow/constraint.sdc =====
current_design controller

set clk_period 1.2
set clk_io_pct 0.2

create_clock -name clk0 -period $clk_period [get_ports {clk}]

set non_clock_inputs [all_inputs -no_clocks]
set_input_delay [expr $clk_period * $clk_io_pct] -clock clk0 $non_clock_inputs
set_output_delay [expr $clk_period * $clk_io_pct] -clock clk0 [all_outputs]

==> impl_metrics.ini <==
; flow metrics
[run_status]
status = finished with violations
violations = negative setup slack

[logic_synthesis]
ys.flops = 5
syn_area_per_cell_um2 = 9.73
ys_area_um2 = 302
yosysMostFrequentCell = dfrtp_1
netlist.area_leader.share_pct = 33.2
ys_cells = 31
edf_count = 0
yosysSeqAreaShare_pct = 41.9
ys_top_cells_by_count = dfrtp_1 (4), inv_1 (3), nor2_1 (3)
synth_area_um2 = 302
syn_inst = 31
synthArstFlopShare_pct = 100
synth-main-ff-cell = dfrtp_1
topCellsByArea = dfrtp_1 (33%), dfstp_2 (8.7%), nand4b_1 (5.8%)
top_area_cell = dfrtp_1
yosysUniqueCellTypes = 20
yosys_warnings = 2

[final_timing]
slew_viol_final = 0
min_period_ns = 1.29
rsz0062_at_grt = true
hold_viol_final = 0
fin_worst_skew_ns = 0.00328
fmax_mhz = 774
setup_viol = 3
period_used_pct = 108
fin_ws_ns = -0.0924

[cells_and_area]
reg.largest.list = current_state x5
finalNonFillerCells = 120
largest-register = current_state
largest_reg_flops = 5
drive_gt1_share_pct = 39.2
area_growth_pct = 156

[route]
diodes = 0
ant_nets = 0
wire_per_inst_um = 11.7
dr.pass1.iters = 2
drc = 0
num_vias = 405
drt-initial-drc-count = 7
viasPerCell = 3.38
wl_um = 1400

[critical_path]
endpoint_kind = flip-flop
slowest_delay_ns = 0.59
r2r_cells = 3
timing.rr.start = current_state[2]
arrival_ns = 1.45
crit_fanout = 4
cp_data_required_time_ns = 1.36
critPathKind = in2reg
reg2reg_slack_ns = 0.26
slowest_stage = or4_4
start_kind = input pin
crit_chain = buf_6, nand4b_1, or4_4, a221oi_2, o31ai_1
path_delay_family = simple AND/OR/NAND/NOR gates
r2r-end = current_state[0]
crit_buf_inv = 1

[placement]
gp_congestion = 0.870
dp_hpwl_um = 1110
port_buffers = 34
dp_cells = 111
dp_slack_ns = -0.660

[job]
drv_cap = 0
warning_count = 48

[clocking]
cts_sinks = 5
path_clk_slew_ns = 0.04
clk_path_buf_depth = 2
numCtsBuffers = 3
root_buffer = clkbuf_4
cts_tree = done
clk_latency_ns = 0.24
htreeDepth = 1

[floorplan]
die_height_um = 80
core_um2 = 3420
rows = 21
die_w_um = 80
ios = 57
die_area_um2 = 6400
initCoreUtil_pct = 8.83

[global_route]
grt_pass1_vias = 449
grt_max_degree = 6
gr-total-overflow = 0
track_usage_pct = 4.32
antenna_found_initial = 0
grt_first_pass_wirelength_um = 2190

[power]
power.density_nw_per_um2 = 623
leakagePower_nw = 0.389
peakVddDrop_v = 0.000285

[worst_hold_path]
hold_class = in2async
-- what timing repair did --
| action | 4_1_cts | 5_1_grt |
|---|---|---|
| setup buffers | 4 | 1 |
| pin swaps | 8 | 9 |
| gates resized | 40 | 17 |
| hold buffers | 0 | 0 |
| setup endpoints to repair | 8 | 3 |
-- per-stage QoR --
step | total power, mW | util (%) | hold slack (ns) | area, µm² | setup TNS (ns)
floorplan | 0.206 | - | -0.0556 | 312 | -0.264
global placement | 0.302 | 20.5 | 0.469 | 702 | -2.18
detailed placement | 0.304 | 20.5 | 0.481 | 702 | -2.35
CTS | 0.488 | 21.5 | 0.221 | 736 | -0.206
global route | 0.514 | 22.6 | 0.224 | 771 | -0.287
finish | 0.480 | 22.6 | 0.221 | 771 | -0.176
-- cells by family after synthesis --
kind of cell	share of synthesized area (%)
other	1.24
AOI/OAI and AO/OA	5.40
DFF	41.9
buffers and inverters	8.71
and+or+nand+nor	42.7
-- layout by cell type, fill, tap and decap left out --
master,n
a221oi_2,1
and2_1,1
buf_2,4
buf_4,6
buf_6,2
clkbuf_1,1
clkbuf_2,4
clkbuf_4,3
clkdlybuf4s15_1,3
clkdlybuf4s50_1,9
conb_1,2
dfrtp_1,4
dfstp_2,1
dlygate4sd2_1,6
dlymetal6s2s_1,6
inv_1,3
nand3_1,1
nand3b_1,2
nand4_1,1
nand4b_1,2
nand4bb_1,1
nor2_1,2
nor2_2,1
nor2b_4,1
nor3_2,2
nor4_4,1
nor4bb_2,1
o31ai_1,1
or2_2,1
or4_4,1
-- area by class of cell --
cell class / count / area [µm²]
sequential: 5 / 126
inverter: 3 / 11.3
clock buffer: 4 / 26.3
timing repair buffer: 40 / 355
multi-input combinational: 22 / 194
fill: 374 / 2650
tap: 46 / 57.6
-- per-layer routing --
layer | vias up | part of all wire [%] | wire length (µm) | global-route usage, %
met5 | - | 0 | 0 | 0
met4 | 0 | 0.29 | 4 | 0.352
met3 | 2 | 22 | 304 | 5.11
met2 | 39 | 29 | 408 | 4.33
met1 | 168 | 49 | 682 | 5.69
li1 | 196 | - | - | -
-- power by group --
group	leakage (nW)	switching (mW)	total (mW)	internal [mW]
logic	0.307	0.0255	0.107	0.0812
clock network	0.0150	0.0676	0.193	0.126
registers	0.0664	0.00318	0.180	0.177
total	0.389	0.0963	0.480	0.384
-- worst max path at each step --
stage / end / startpoint / cells after the start
4_1_cts: current_state[0] / num_min[6] / 5
5_1_grt: current_state[0] / num_min[6] / 5
6_report: current_state[0] / num_sec[2] / 5
No activity file was given, so power comes from the tool's default toggle rates.
