### design.v
module bin2bcd16 #( parameter DATA_WIDTH = 16 )
  (
   input        CLK,
   input        RST,
   input        en,
   input [DATA_WIDTH-1:0] bin,
   output [3:0] bcd0,
   output [3:0] bcd1,
   output [3:0] bcd2,
   output [3:0] bcd3,
   output [3:0] bcd4,
   output       busy,
   output       fin
   );
   reg  [DATA_WIDTH-1:0]   bin_r    ;
   reg  [3:0]              bitcount ;
   reg  [3:0]              bcd[0:4] ;
   wire [3:0]              bcdp[0:4];
   assign bcd0 = bcd[0];
   assign bcd1 = bcd[1];
   assign bcd2 = bcd[2];
   assign bcd3 = bcd[3];
   assign bcd4 = bcd[4];
   localparam s_idle = 2'b00;
   localparam s_busy = 2'b01;
   localparam s_fin  = 2'b10;
   reg [1:0]    state;
   assign busy = state != s_idle;
   assign fin  = state == s_fin ;
   always @(posedge CLK or negedge RST)
     if (!RST) begin
        state <= s_idle;
     end else begin
        case (state)
          s_idle: 
            if (en)
              state <= s_busy;
          s_busy:
            if (bitcount == 4'd15)
              state <= s_fin;
          s_fin:
            state <= s_idle;
          default: ;
        endcase
     end
   always @(posedge CLK) begin
      case (state)
        s_idle: 
          if (en)
            bin_r <= bin;
        s_busy:
          bin_r <= {bin_r[DATA_WIDTH-2:0], 1'b0};
        default: ;
      endcase
   end
   always @(posedge CLK or negedge RST)
     if (!RST) begin
        bitcount <= 4'd0;
     end else begin
        case (state)
          s_busy: 
            bitcount <= bitcount + 4'd1;
          default: 
            bitcount <= 4'd0;
        endcase
     end
   generate
      genvar g;
      for (g=0; g<=4; g=g+1) begin : GEN_BCD
         wire [3:0] s;
         wire [3:0] prev;
         assign bcdp[g] = (bcd[g] >= 4'd5) ? bcd[g] + 4'd3 : bcd[g];
         if (g != 0) begin
            assign prev = bcdp[g-1];
         end else begin  
            assign prev = {bin_r[DATA_WIDTH-1], 3'b0};
         end
         assign s 
           = ((bcdp[g] << 1) | (prev >> 3));
         always @(posedge CLK or negedge RST)
           if (!RST) begin
              bcd[g] <= 4'd0;
           end else begin
              case (state)
                s_idle: 
                  bcd[g] <= 4'd0;
                s_busy:
                  bcd[g] <= s;
                default: ;
              endcase
           end
      end
   endgenerate
endmodule
### run.sh
#!/bin/bash
# OpenROAD 26Q1-2900-gdf79404cd8, Yosys 0.63+post, stock flow scripts
make -C /OpenROAD-flow-scripts/flow DESIGN_CONFIG=/design/flow/config.mk WORK_HOME=/design/flow/orfs finish
### config.mk
export PLATFORM = sky130hd
export DESIGN_NAME = bin2bcd16
export DESIGN_NICKNAME = bin2bcd16
export VERILOG_FILES = /design/flow/design.v
export SDC_FILE = /design/flow/constraint.sdc
export NUM_CORES = 4
export LEC_CHECK = 1
export CORE_UTILIZATION = 50
### constraint.sdc
current_design bin2bcd16

set clk_period 4.2
set clk_io_pct 0.2

create_clock -name clk0 -period $clk_period [get_ports {CLK}]

set non_clock_inputs [all_inputs -no_clocks]
set_input_delay [expr $clk_period * $clk_io_pct] -clock clk0 $non_clock_inputs
set_output_delay [expr $clk_period * $clk_io_pct] -clock clk0 [all_outputs]
==> results.toml <==
# generated from flow reports
[place]
portBuffers = 40
place_area_sq_mm = 0.00274
dpl.hpwl_mm = 2.92
gp_congestion = 0.875

[cts]
clock-sinks = 42
h-tree-depth = 2
clk_latency_ns = 0.29
path_clk_slew_ns = 0.07
numCtsBuffers = 5
clk_path_buf_depth = 2
cts_setup_buffers = 0
root_buffer = "clkbuf_8"
cts_resized = 0
cts_hold_buf = 0
cts_tree = "done"

[layout]
lay_top_count = "clkdlybuf4s50_1"
final_cell_mix = "clkdlybuf4s50_1 (40), dfrtp_1 (26), edfxtp_1 (16)"
drive_above_1_share_pct = 10.7
comb_area_sq_mm = 0.00107
syn_to_final_growth_pct = 20.6
fillerInstances = 340
flop_area_sq_mm = 0.00113
final_area_sq_mm = 0.00285

[worst_setup_path]
path_cells = "inv_1 -> ha_1 -> clkinv_1 -> clkdlybuf4s50_1"
critPathLaunchType = "register"
cp-end-kind = "output pin"
path_class = "reg2out"
slowest_delay_ns = 0.56
required_ns = 3.36
cpMaxStageDelayCell = "ha_1"
cp.arrival_ns = 2.32
critPathMaxFanout = 16

[global_routing]
grtUsageTotal_pct = 20.2
grt_first_pass_wirelength_mm = 7.74
antenna_found_initial = 0
grt_pass1_vias = 1687
grt_overflow_total = 0
grt_max_degree = 49

[outcome]
outcome = "finished, final reports clean"

[yosys]
yosys_warnings = 2
syn_avg_cell_area_sq_um = 11.5
netlist_instances = 206
ys_seq_share_pct = 47.9
ys_cells = 206
ys_chip_area_sq_mm = 0.00236
synth_cell_type_count = 39
synth_area_sq_mm = 0.00236
ys_ff = 42

[routing]
routedWlPerCell_um = 14.9
dr_total_vias = 1760
drc = 0
wirelength_mm = 4.39
firstDrtPassIters = 24
antennaDiodeCount = 0
drtIter0Drc = 112
drtAntennaViolNets = 0
viasPerCell = 5.97

[sta]
setup_viol = 0
fmax_mhz = 317
rsz0062_at_grt = "false"
period_used_pct = 75.1
final.setup.tns_ns = 0
hold_viol = 0
fin_skew_ns = 0.00580
fin_crit_ns = 3.16
tightest_slew_ns = 0.608
maxSlewHeadroom_pct = 59.5
slew_violations = 0

[power_and_ir_drop]
vdd_drop_max_mv = 0.404
pwr_density_cell_mw_per_mm2 = 745
p_leak_nw = 1.13

[die]
die_area_sq_mm = 0.00500
die_w_um = 70.7
ios = 41
rows = 24
fp.dieH_um = 70.7
core-area_sq_mm = 0.00444
initCoreUtil_pct = 53.1

[hold_path]
min_path_type = "reg2reg"

[job]
warnings = 34
cap_violations = 0
cells in the mapped netlist, drive strengths merged:
master    n  share of area [%]
a21o      4                1.3
ha       15                8.0
xor2      1               0.37
buf      10                3.8
o311ai    1               0.37
clkinv    1               0.16
nand2     9                1.4
xnor2     1               0.37
a32oi     3                1.1
inv      13                2.1
mux2i     1               0.42
a311o     4                1.7
nand2b    7                1.9
a2111o    4                1.9
o21ai     5                1.1
nor3b     7                2.2
nor2b     5                1.6
dfrtp    26                 28
a311oi    4                1.5
o32a      3                1.3
nand4     2               0.53
a2111oi   2               0.74
clkbuf    4               0.85
a211o     2               0.74
nor4b     2               0.74
a211oi    3               0.95
nor3      5                1.1
o31ai     1               0.32
o22ai     5                1.3
a21oi    10                2.1
mux2     15                7.2
edfxtp   16                 20
and2      1               0.27
nand3    11                2.3
nor2      3               0.48
worst max-delay path, delay by kind of cell, from the launching register on:
kind	cells	cell delay, ns
buffers and inverters	3	1.05
flip-flops	1	0.41
adder cells (fa/ha/maj)	1	0.56
state kept, by name, summed over array words and instances (netlist names):
name / flops
bcd: 20
bin_r: 16
bitcount: 4
state: 2
where the power goes:
group / internal, mW / leakage [nW] / total [mW] / switching (mW)
clock: 0.178 / 0.0524 / 0.307 / 0.130
combinational: 0.504 / 0.583 / 0.988 / 0.484
sequential: 0.657 / 0.493 / 0.823 / 0.166
total: 1.34 / 1.13 / 2.12 / 0.780
logic make-up (layout without fill, tap and decap cells):
family,Yosys count,after routing,synth area share [%]
compound gates,51,51,16.4
fa+ha+maj,15,15,7.95
flops,42,42,47.9
buf+inv,28,65,6.84
xor+xnor,2,2,0.742
mux,16,16,7.58
simple gates,52,52,12.6
through the flow:
step	total power [mW]	utilization [%]	setup slack (ns)	instances	hold slack (ns)
6_report	2.12	64.0	1.04	295	0.452
5_1_grt	2.31	64.0	0.893	295	0.463
4_1_cts	2.14	64.0	1.02	295	0.454
3_5_place_dp	1.82	61.6	1.36	287	0.441
3_3_place_gp	1.76	61.6	1.48	287	0.435
2_1_floorplan	1.52	-	1.65	206	0.424
cell type report:
class	instances	area share (%)
clock buffer	7	2.68
clock inverter	1	1.06
inverter	14	1.85
multi-input combinational	136	37.5
sequential	42	39.8
tap	52	2.29
timing repair buffer	43	14.9
path summary, 6_finish.rpt:
kind	cells after the start	slack, ns	start	to
worst max-delay path	4	1.04	state[0]	busy
worst min-delay path	1	0.45	bitcount[0]	bitcount[0]
worst max register to register	5	2.14	state[0]	bcd[0][1]
worst min register to register	1	0.45	bitcount[0]	bitcount[0]
max in group asynchronous	2	3.01	RST	state[0]
min in group asynchronous	2	0.93	RST	bcd[4][0]
per-layer routing:
metal | track usage (%) | wire, um | vias up
met5 | 0 | 0 | -
met4 | 3.56 | 8 | 0
met3 | 5.06 | 228 | 2
met2 | 30.0 | 2060 | 51
met1 | 32.8 | 2090 | 856
li1 | - | - | 851
Power figures rest on the tool's default switching activity, not on a simulated workload.
