==> /design/flow/design.v <==
module clock_generation
(
    clk_in
	 ,clk_out 
);
  input clk_in;
  output reg clk_out;
	parameter CLOCK_FREQUENCY = 1000000;  
	reg [31:0] counter = 0;
	always @(posedge clk_in) begin
    if (counter == CLOCK_FREQUENCY - 1) begin
        counter <= 0;
        clk_out <= ~clk_out;  
    end else begin
        counter <= counter + 1;
    end
	end
endmodule
==> /design/flow/run.sh <==
#!/bin/bash
# OpenROAD 26Q1-2900-gdf79404cd8, Yosys 0.63+post, stock flow scripts
make -C /OpenROAD-flow-scripts/flow DESIGN_CONFIG=/design/flow/config.mk WORK_HOME=/design/flow/orfs finish
==> /design/flow/config.mk <==
export PLATFORM = sky130hd
export DESIGN_NAME = clock_generation
export DESIGN_NICKNAME = clock_generation
export VERILOG_FILES = /design/flow/design.v
export SDC_FILE = /design/flow/constraint.sdc
export NUM_CORES = 4
export LEC_CHECK = 1
export CORE_UTILIZATION = 30
==> /design/flow/constraint.sdc <==
current_design clock_generation

set clk_period 4.2
set clk_io_pct 0.2

create_clock -name clk0 -period $clk_period [get_ports {clk_in}]

set non_clock_inputs [all_inputs -no_clocks]
set_input_delay [expr $clk_period * $clk_io_pct] -clock clk0 $non_clock_inputs
set_output_delay [expr $clk_period * $clk_io_pct] -clock clk0 [all_outputs]
==> highlights.md <==
## Global route
• **global-route wire length before repair** 4710 µm
• **combined global-route utilization of all metal layers** 11.7%
• **largest net degree at the start of global routing** 14
• **remaining global-route overflow** 0
• **antenna violations before repair** 0
• **vias in the first global route** 1071

## Power and ir drop
• **maximum ir drop on the vdd rail** 0.000139 V
• **Static Leakage** 0.650 nW
• **Final Total Pwr** 0.615 mW
• **ratio of total power to cell area** 378 nW/µm²

## Worst setup path
• **critical path's largest stage delay** 0.68 ns
• **biggest fanout along the worst timing path** 10
• **class of the most critical setup path** register to register
• **endpoint arrival time on the critical path** 1.95 ns
• **buffer and inverter count on the worst path** 0
• **cell family contributing the most delay on the critical path** simple AND/OR/NAND/NOR gates
• **element type at the critical path end** register
• **crit-path cells** ha_1, nand3_1, nor3_2
• **cell with the largest stage delay on the worst path** nor3_2
• **Crit path required time** 4.11 ns
• **critical path launch point type** register

## Job
• **maxcap violations** 0
• **warning total across the stage logs** 25

## Floorplan
• **boundary pin count** 2
• **die width** 71.4 µm
• **Chip Height** 71.4 µm
• **full die area** 5090 µm²
• **core footprint** 4470 µm²
• **Site Rows** 24
• **initial cell density of the core** 32.3%

## Routing
• **via count normalized by instance count** 5.14
• **residual antenna-violating net count after detailed routing** 0
• **number of remaining DRC errors** 0
• **detailed-router iteration count before antenna repair** 4
• **overall via count from detail_route** 1106
• **routed wire length** 2600 µm
• **DRC marker count from the first detailed-route iteration** 70
• **mean routed wirelength per cell** 12.1 µm
• **number of antenna diodes** 0

## Layout
• **proportion of layout cells with a drive suffix above 1** 9.20%
• **tally of filler cells in the layout** 440
• **most numerous logic cells after layout** dfxtp_1 (32), nand3_1 (19), xor2_1 (15)
• **finished layout cell area** 1630 µm²
• **core occupancy in the finished layout** 36.4%
• **layout overhead on the synthesized area** 12.7%
• **most common cell after layout, fill and taps aside** dfxtp_1

## Placement
• **number of buffers inserted by port buffering** 1
• **DP Area** 1510 µm²
• **placed wire-length estimate** 1770 µm
• **Placer Congestion** 0.774
• **worst setup timing slack at the placement stage** 2.20 ns

## Timing
• **post-route setup slack** 2.17 ns
• **max_slew headroom** 52.1%
• **number of hold violations in the final report** 0
• **setup clock skew after layout** 0.00476 ns
• **unrepaired setup endpoints after global routing** no
• **Final Max Tran Viols** 0
• **worst-margin pin slew** 0.714 ns
• **setup TNS after final layout** 0 ns
• **Achievable Freq** 0.492 GHz
• **final critical path time including I/O delays and setup** 2.03 ns
• **Final period util** 48.4%
• **# setup viols final** 0

## Clock tree
• **Clock H-tree levels** 2
• **number of buffers created by CTS** 5
• **post_cts resized** 0
• **clk slew on worst S/H paths** 0.06 ns
• **post-cts hold buffer count** 0
• **buffer cell driving the clock tree root** clkbuf_8
• **insertion delay of the later-clocked pin in the worst-skew pair** 0.28 ns
• **maximum buffer depth of the clock tree** 2
• **post-CTS setup buffer count** 0
• **clock tree from TritonCTS** yes
• **number of sinks handled by clock tree synthesis** 33

## Outcome
• **outcome** finished, final reports clean

## Synthesis
• **number of storage elements in the synthesis netlist** 33
• **mapped cell area** 1440 µm²
• **sequential share of the synthesized area** 46.4%
• **Post-Synthesis Cells** 155
• **Mapped Avg Cell Area** 9.32 µm²
• **yosys stat cell total** 155
• **Synth Warn #** 1
• **post-synthesis chip area from yosys** 1440 µm²
• **count of different cell masters after synthesis** 32

## Hold path
• **worst hold path type** register to register

-- final timing paths --
| path | cells past startpoint | slack (ns) | start | endpoint |
|---|---|---|---|---|
| setup / recovery | 3 | 2.17 | counter[0]$_SDFF_PN0_ | clk_out$_DFFE_PN_ |
| hold / removal | 1 | 0.46 | counter[31]$_SDFF_PN0_ | counter[31]$_SDFF_PN0_ |
| setup reg to reg | 3 | 2.17 | counter[0]$_SDFF_PN0_ | clk_out$_DFFE_PN_ |
| hold reg to reg | 1 | 0.46 | counter[31]$_SDFF_PN0_ | counter[31]$_SDFF_PN0_ |
-- layer usage --
layer	wire, µm	track usage (%)
met1	1410	17.3
met2	1060	17.1
met3	82	3.00
met4	50	3.78
met5	0	0
-- registers in the layout, indices dropped and copies added, names as in the netlist --
name and flops:
counter 32, clk_out 1
-- stage by stage --
stage,cells,hold slack [ns]
5_1_grt,215,0.489
6_report,215,0.458
2_1_floorplan,155,0.432
3_3_place_gp,207,0.444
3_5_place_dp,207,0.449
4_1_cts,215,0.459
-- area by class of cell --
class	instances	area, µm²	area share [%]
Multi-Input combinational cell	116	743	45.7
Clock inverter	1	30.0	1.84
Sequential cell	33	671	41.2
Timing Repair Buffer	2	17.5	1.08
Inverter	4	15.0	0.922
Clock buffer	7	86.3	5.30
Tap cell	52	65.1	4.00
-- cells by family (layout without fill, tap and decap cells) --
group / after synthesis / after routing / synth area share, %
AOI/OAI and AO/OA: 8 / 8 / 3.81
xor gates and xnor gates: 25 / 25 / 15.2
adders and majority gates: 1 / 1 / 0.866
buffers and inverters: 6 / 14 / 2.08
DFF: 33 / 33 / 46.4
and+or+nand+nor: 82 / 82 / 31.6
-- power breakdown --
part | switching, mW | internal, mW | leakage [nW]
Clock | 0.108 | 0.193 | 0.0585
Sequential | 0 | 0.314 | 0.269
Combinational | 0 | 0 | 0.323
-- synth_stat cells, drive strengths merged --
library cell / count / area share (%)
nand2: 12 / 3.1
o221ai: 1 / 0.61
a21oi: 3 / 1.0
and2: 2 / 0.87
o31ai: 2 / 1.0
ha: 1 / 0.87
nand3: 19 / 6.6
buf: 1 / 0.78
nor2b: 1 / 0.43
xnor2: 10 / 6.1
nor2: 10 / 2.6
inv: 4 / 1.0
or4: 4 / 2.3
nor4b: 1 / 0.61
dfxtp: 32 / 44
clkbuf: 1 / 0.26
nor4: 8 / 3.5
o211ai: 1 / 0.52
or2: 1 / 0.43
or3: 1 / 0.43
edfxtp: 1 / 2.1
and3: 7 / 3.1
xor2: 15 / 9.1
nor3: 6 / 2.4
and4: 2 / 1.3
nand4: 8 / 3.9
a31o: 1 / 0.61
Power is estimated from default activity; no workload was simulated.
